## constraint.sdc

```tcl
current_design liteic_priority_cd

set clk_period 12.8
set clk_io_pct 0.2

create_clock -name clk0 -period $clk_period

set non_clock_inputs [all_inputs -no_clocks]
set_input_delay [expr $clk_period * $clk_io_pct] -clock clk0 $non_clock_inputs
set_output_delay [expr $clk_period * $clk_io_pct] -clock clk0 [all_outputs]
```

## run.sh

```bash
#!/bin/bash
# OpenROAD 26Q1-2900-gdf79404cd8, Yosys 0.63+post, stock flow scripts
make -C /OpenROAD-flow-scripts/flow DESIGN_CONFIG=/design/flow/config.mk WORK_HOME=/design/flow/orfs finish
```

## config.mk

```make
export PLATFORM = sky130hd
export DESIGN_NAME = liteic_priority_cd
export DESIGN_NICKNAME = liteic_priority_cd
export VERILOG_FILES = /design/flow/design.v
export SDC_FILE = /design/flow/constraint.sdc
export NUM_CORES = 4
export LEC_CHECK = 1
export CORE_AREA = 10 10 82 82
export DIE_AREA = 0 0 92 92
```

## design.v

```verilog
interface axi_lite_if #(
    parameter ADDR_WIDTH = 32,
    parameter DATA_WIDTH = 32,
    parameter RESP_WIDTH = 1
);
localparam STRB_WIDTH = (DATA_WIDTH + 7) / 8;
logic [ ADDR_WIDTH-1:0 ]  ar_addr;
logic [            3:0 ]  ar_qos;
logic                     ar_valid;
logic                     ar_ready;
logic [ DATA_WIDTH-1:0 ]  r_data;
logic [ RESP_WIDTH-1:0 ]  r_resp;
logic                     r_valid;
logic                     r_ready;
logic [ ADDR_WIDTH-1:0 ]  aw_addr;
logic [            3:0 ]  aw_qos;
logic                     aw_valid;
logic                     aw_ready;
logic [ DATA_WIDTH-1:0 ]  w_data;
logic [ STRB_WIDTH-1:0 ]  w_strb;
logic                     w_valid;
logic                     w_ready;
logic [ RESP_WIDTH-1:0 ]  b_resp;
logic                     b_valid;
logic                     b_ready;
modport sp (
    input ar_addr, ar_valid, ar_qos,   output ar_ready,
    input r_ready,                     output r_data, r_resp, r_valid,
    input aw_addr, aw_valid, aw_qos,   output aw_ready,
    input w_data, w_strb, w_valid,     output w_ready,
    input b_ready,                     output b_resp, b_valid
);
modport mp (
    output ar_addr, ar_valid, ar_qos,  input ar_ready,
    output r_ready,                    input r_data, r_resp, r_valid,
    output aw_addr, aw_valid, aw_qos,  input aw_ready,
    output w_data, w_strb, w_valid,    input w_ready,
    output b_ready,                    input b_resp, b_valid
);
modport sp_read (
    input ar_addr, ar_valid, ar_qos,   output ar_ready,
    input r_ready,                     output r_data, r_resp, r_valid
);
modport sp_write (
    input aw_addr, aw_valid, aw_qos,   output aw_ready,
    input w_data, w_strb, w_valid,     output w_ready,
    input b_ready,                     output b_resp, b_valid
);
modport mp_read (
    output ar_addr, ar_valid, ar_qos,  input ar_ready,
    output r_ready,                    input r_data, r_resp, r_valid
);
modport mp_write (
    output aw_addr, aw_valid, aw_qos,  input aw_ready,
    output w_data, w_strb, w_valid,    input w_ready,
    output b_ready,                    input b_resp, b_valid
);
endinterface
module liteic_priority_cd #(
    parameter IN_WIDTH = 32,
    parameter OUT_WIDTH = $clog2(IN_WIDTH)
)(
    input  logic [IN_WIDTH-1:0]  in,
    output logic [IN_WIDTH-1:0]  onehot,
    output logic [OUT_WIDTH-1:0] out
);
    logic [IN_WIDTH-1:0] reversed;
    logic [IN_WIDTH-1:0] procesed;
    logic [IN_WIDTH-1:0] mask [OUT_WIDTH-1:0];
    assign procesed = (reversed & (reversed - 'b1)) ^ reversed;
    for (genvar i = 0; i < IN_WIDTH; i = i + 1) begin : reverse_position_gen
        assign reversed[i] = in[IN_WIDTH-1-i];
        assign onehot[i] = procesed[IN_WIDTH-1-i];
    end
    for (genvar j = 0; j < OUT_WIDTH; j = j + 1) begin : binary_out_gen
        for (genvar i = 0; i < IN_WIDTH; i = i + 1) 
            assign mask[j][i] = (i >> j) & 1;
        assign out[j] = |(onehot & mask[j]);
    end
endmodule
```

==> notes.md <==
impl run done, here's what came out: Avg Vias per Cell roughly 4.6, Die H 92 um, RSZ-0062 raised after global routing false, Yosys cell types roughly 40, Ant. Diodes 0, HP Class input port to output pin, Worst Setup End Kind output pin, Max Freq 131 MHz, Main logic family simple AND/OR/NAND/NOR gates, pin count of the biggest net entering global routing 13, Die ar. between 8000 and 9000 um2, number of gates given a new drive strength after cts 0, vias in the first global route roughly 1200, Slew @ Worst Pin between 500 and 600 ps, placed cell areas between 1500 and 2000 um2, worst vdd ir 0.00000561 V, total negative setup slack 0 ps, register area 0 um2, share of layout cells above drive strength 1 about 5.3%, internal power roughly 0.014 mW, Synth Seq Share 0%, Core Region 5070 um2, Net Switching 0.0114 mW, DR pass1 iterations 4, worst hold endpoint onehot[0], DPL Wire Length ~3400 um, DRC violations left 0, # clk buffers 0, Detailed Route Iter0 Violations 62, Top Layout Cells clkdlybuf4s50_1 (69), nor2_1 (17), nor3_1 (17), minimum clock period after layout around 7700 ps, WHS Path Cells 4, Worst path slowest cell clkdlybuf4s50_1, WP data arrival 5100 ps, first-pass GRT wire length 6210 um, flop count 0, critical-path maximum fanout 12, Sw Share 44.1%, delay-heaviest family, CP simple AND/OR/NAND/NOR gates, synthesized instance count 123, GRT overflow 0, Chip Width 92 um, FILL cells 575, # port buffers 69, Max-Slew Margin vs Limit 63.6%, syn avg cell area ~6.2 um2, routability congestion estimate 0.875, CP required 10240 ps, CP Cell Sequence clkdlybuf4s50_1, nor4_4, nand3_2, nor3_1, a31oi_1, nand4_1, clkdlybuf4s50_1, number of cell rows 26, Area leader share 11.2%, Comb power frac 100.0%, Fin. Hold Viols 0, dominant logic cell type in the layout clkdlybuf4s50_1, initial cell density of the core 14.9%, # Cells Yosys 123, Max Cap Viol 0, DR vias between 1000 and 1500, Post-Place Cells 259, Clock Power Share 0%, gr usage total 8.72%, delay of the slowest critical-path stage between 500 and 600 ps, Hold Startpoint in[0], yosys warns 2, non-filler instance count after layout 259, OpenROAD warning count 32, Final Cycle Share about three fifths, Comb gate area 716 um2, yosys xor share 0%, Post-CTS Setup Inserts 0, Main area contributors nor3_1 (11%), nor2_1 (8.4%), nor4b_1 (6.9%), P&R area growth vs syn 99.5%, final setup violating endpoints 0, routed len/inst around 15 um, Multiplexer share 0%, final slew viol count 0, Adder-Cell Fraction of Synth Area 0%, initial antenna violation count 0, Worst setup SP type input port, outcome finished clean, Worst path most repeated cell clkdlybuf4s50_1, post-route cell area 1510 um2, io pins 69, Crit Path Category input port to output pin, Chip Area, Yosys 758 um2, worst path bufs/invs 2, DRT Wirelength 3930 um, aoi share roughly 17%, LEAKAGE 0.480 nW, area leader, netlist nor3_1, Power Density approximately 17 nW/um2, hold buffers post-CTS 0, simple share between 70% and 80%, Routed Antenna Nets 0, Mapped Area about 760 um2, register share of total power 0%
power groups by stage:
stage | clock network (mW) | registers (mW) | logic [mW]
finish | 0 | 0 | 0.0257
global route | 0 | 0 | 0.0281
CTS | 0 | 0 | 0.0258
synthesized netlist by cell type (2+ instances only):
| master | instances |
|---|---|
| nor4b_1 | 6 |
| nor2b_1 | 5 |
| nor2_1 | 17 |
| nor3b_1 | 3 |
| a21oi_1 | 6 |
| and2_1 | 6 |
| and2_2 | 2 |
| o21ai_0 | 5 |
| nor4_1 | 7 |
| nand2_1 | 7 |
| o2111ai_1 | 2 |
| inv_1 | 5 |
| and3_1 | 6 |
| or4_1 | 2 |
| nor3_1 | 17 |
| nand4_1 | 3 |
per-layer routing:
metal  GRT usage (%)  part of all wire (%)
met2            14.0                    45
met4            1.16                   1.3
met5               0                     0
met1            11.4                    44
met3            2.88                   9.4
worst min-delay path, delay by kind of cell:
family	cells	cell delay, ps
buffers and inverters	2	800
and+or+nand+nor	2	120
stage by stage:
stage                     hold WS, ps  util [%]  total power, mW  setup slack (ps)
after global placement           6040      29.8           0.0257              5170
final                            6040      29.8           0.0257              5140
after floorplan                  5130         -          0.00748              6480
after CTS                        6060      29.8           0.0258              5130
after detailed placement         6050      29.8           0.0257              5140
after global routing             6060      29.8           0.0281              4860
area by class of cell:
class / count / share of cell area, %
tap: 70 / 5.79
timing repair buffer: 69 / 45.7
multi-input combinational: 115 / 47.3
inverter: 5 / 1.24
kinds of logic (layout without fill, tap and decap cells):
logic type,Yosys count,after routing
simple gates,95,95
buf+inv,8,74
compound gates,20,20
worst max path at each step:
| stage | slack [ps] | start | cells past startpoint | endpoint |
|---|---|---|---|---|
| after CTS | 5130 | in[29] | 7 | out[0] |
| after global routing | 4860 | in[21] | 7 | out[0] |
| final | 5140 | in[29] | 7 | out[0] |
Power figures rest on the tool's default switching activity, not on a simulated workload.
